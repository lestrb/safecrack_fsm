==> run.sh <==
#!/bin/bash
# OpenROAD 26Q1-2900-gdf79404cd8, Yosys 0.63+post, stock flow scripts
make -C /OpenROAD-flow-scripts/flow DESIGN_CONFIG=/design/flow/config.mk WORK_HOME=/design/flow/orfs finish
==> design.v <==
module safecrack_fsm (
    input  logic       clk,             
    input  logic       rst,             
    input  logic       ms,              
    input  logic [3:0] btn,             
    output logic       unlocked,        
    output logic [2:0] leds_erros,      
    output logic [2:0] leds_acertos,    
    output logic [9:0] leds_segundos    
);
    typedef enum logic [8:0] { 
        S0   = 9'b0_0000_0001,    
        S1   = 9'b0_0000_0010,    
        S2   = 9'b0_0000_0100,    
        S3   = 9'b0_0000_1000,    
        MS0  = 9'b0_0001_0000,    
        MS1  = 9'b0_0010_0000,    
        MS2  = 9'b0_0100_0000,    
        ERRO = 9'b0_1000_0000,    
        CONT = 9'b1_0000_0000     
    } state_t;
    state_t state, next;            
    state_t state_before_error;     
	 state_t state_wait_release;     
    logic [3:0] passcode[2:0]='{0: 4'b1110, 1: 4'b1101, 2: 4'b1011};
    logic [1:0] qtd_erros = 2'b00;         
    logic [1:0] qtd_acertos = 2'b00;       
    logic [3:0] segundos = 4'd0;           
    logic [1:0] ms_index = 2'd0;           
	 logic [25:0] div_count = 26'd0; 		 
	 logic        one_hz = 1'b0;            
	 logic [3:0] last_btn_pressed;
	 always_ff @(posedge clk or posedge rst) begin
		 if (rst) begin
			  state <= S0;
			  state_before_error <= S0;   
			  state_wait_release <= S0;
		 end else begin
			  if (next == ERRO && state != ERRO) begin
					state_before_error <= state;
			  end
		     if (state == S3) begin
					state_before_error <= S0;   
			  end
			  if (btn != 4'b1111 && next != state && next != ERRO) begin
					case (state)
						  S0: state_wait_release <= (btn == passcode[0]) ? S1 : S0;
						  S1: state_wait_release <= (btn == passcode[1]) ? S2 : S1;
						  S2: state_wait_release <= (btn == passcode[2]) ? S3 : S2;
						  MS0: state_wait_release <= MS0;
						  MS1: state_wait_release <= MS1;
						  MS2: state_wait_release <= MS2;
						  default: state_wait_release <= state; 
					endcase
					last_btn_pressed <= btn;  
			  end
			  state <= next;
		 end
	 end
    always_ff @(posedge clk) begin   
		if (rst) begin
			  passcode[0] <= 4'b1110;     
           passcode[1] <= 4'b1101;     
           passcode[2] <= 4'b1011;     
           qtd_erros <= 2'b00;         
           qtd_acertos <= 2'b00;       
           segundos <= 4'd0;           
           leds_segundos <= 10'd0;     
           ms_index <= 2'd0;           
 			  div_count <= 26'd0;
			  one_hz <= 1'b0;
		end
		else if (state == CONT) begin              
			if (div_count == 50_000_000 - 1) begin
				div_count <= 0;
				one_hz <= 1'b1;
			end
			else begin
				div_count <= div_count + 1;
				one_hz <= 0;
			end
			if (one_hz) begin
				segundos <= segundos + 1;
				leds_segundos <= (10'b1 << (segundos + 1)) - 1;  
			end
        end else begin
			div_count <= 26'd0;   
			one_hz <= 1'b0;
			segundos <= 4'd0;
			leds_segundos <= 10'd0;
		end
        if (ms) begin          
			if (state == MS0 || state == MS1 || state == MS2) begin 
				if (btn == 4'b1111 && state_wait_release != state) begin	   
                    passcode[ms_index] <= last_btn_pressed;     
                    ms_index <= ms_index + 1;      
                end
            end else begin
                ms_index <= 2'd0;        		   
			end
		end
		if (next == ERRO && state != ERRO) begin
            qtd_erros <= (qtd_erros < 3) ? qtd_erros + 1 : qtd_erros;
      end  
		if ((state == S0 && btn == passcode[0]) || (state == S1 && btn == passcode[1]) || (state == S2 && btn == passcode[2])) begin
         qtd_acertos <= qtd_acertos + 1;	
		end
		if (state == S3) begin
            qtd_erros <= 2'b00; 	       
			   qtd_acertos <= 2'b00;       
            segundos <= 4'd0;           
            leds_segundos <= 10'd0;     
            ms_index <= 2'd0;           
      end
    end
    always_comb begin
        next = state;  
        case (state) 
            S0: begin  
						 if (btn == 4'b1111) begin
							  next = (state_wait_release != S0) ? state_wait_release : S0;  
						 end else begin
							  next = (btn != passcode[0]) ? ERRO : S1;                      
						 end
					 end
            S1:  begin
						 if (btn == 4'b1111) begin
							  next = (state_wait_release != S1) ? state_wait_release : S1;  
						 end else begin
							  next = (btn != passcode[1]) ? ERRO : S2;                      
						 end
					 end
            S2:  begin
						 if (btn == 4'b1111) begin
							  next = (state_wait_release != S2) ? state_wait_release : S2;  
						 end else begin
							  next = (btn != passcode[2]) ? ERRO : S3;                      
						 end
					 end   
            S3:    next = (ms) ? MS0 : S3;                    
            MS0:   begin
							 if (btn == 4'b1111) begin
								  if (state_wait_release != MS0)
										next = state_wait_release;  
								  else
										next = MS0;
							 end 
						 end
            MS1:   begin
							 if (btn == 4'b1111) begin
								  if (state_wait_release != MS1)
										next = state_wait_release;
								  else
										next = MS1;
							 end
						 end
            MS2:   begin
							 if (btn == 4'b1111) begin
								  if (state_wait_release != MS2)
										next = state_wait_release;
								  else
										next = MS2;
							 end
						 end
            ERRO: begin
						 if (btn == 4'b1111) begin
							  if (qtd_erros >= 3)
									next = CONT;
							  else
									next = state_before_error;
						 end
						 else begin
							  next = ERRO;  
						 end
					end
            CONT:  next = (segundos >= 4'd10) ? S0 : CONT;    
            default: next = S0;
        endcase
    end
    always_comb begin
        unlocked = (state == S3);  
        leds_erros[0] = (qtd_erros >= 2'd1);
        leds_erros[1] = (qtd_erros >= 2'd2);
        leds_erros[2] = (qtd_erros >= 2'd3);
        leds_acertos[0] = (qtd_acertos >= 2'd1);
        leds_acertos[1] = (qtd_acertos >= 2'd2);
        leds_acertos[2] = (qtd_acertos >= 2'd3);
    end
endmodule
==> constraint.sdc <==
current_design safecrack_fsm

set clk_period 5.5
set clk_io_pct 0.2

create_clock -name clk0 -period $clk_period [get_ports {clk}]

set non_clock_inputs [all_inputs -no_clocks]
set_input_delay [expr $clk_period * $clk_io_pct] -clock clk0 $non_clock_inputs
set_output_delay [expr $clk_period * $clk_io_pct] -clock clk0 [all_outputs]
==> config.mk <==
export PLATFORM = sky130hd
export DESIGN_NAME = safecrack_fsm
export DESIGN_NICKNAME = safecrack_fsm
export VERILOG_FILES = /design/flow/design.v
export SDC_FILE = /design/flow/constraint.sdc
export NUM_CORES = 4
export LEC_CHECK = 1
export CORE_UTILIZATION = 50
export SYNTH_HDL_FRONTEND = slang
==> impl_results.rst <==
Flow metrics
------------

.. list-table::
   :header-rows: 1

   * - Metric
     - Value
   * - Classification of the worst-slack hold path
     - reg2reg
   * - Ratio of final minimum period to clock period
     - 0.802
   * - Total wire length
     - 12.6 mm
   * - Sequential element share of the synthesized area
     - 0.392
   * - Hold_buf cts
     - 0
   * - CP Launch Point
     - btn[2]
   * - Total antenna diodes in the routed design
     - 0
   * - Most instantiated logic cell after routing
     - sky130_fd_sc_hd__nor2_1
   * - FFs w/ async S/R, synth
     - 0.300
   * - Number of enable flip-flop cells
     - 16
   * - Quantity of I/O buffers inserted on ports
     - 23
   * - DR WL/cell
     - 16.6 um
   * - Chip Area
     - 11100 sq um
   * - Pre-CTS setup slack
     - 0.715 ns
   * - Final HPWL from detailed placement
     - 8.91 mm
   * - CP startpoint kind
     - input port
   * - Cells along the critical path
     - clkdlybuf4s50_1, and4_1, and4_1, a22o_1, a2111o_1, or4_1, nor4_2, a311oi_4, and2_1
   * - Power share of the sequential group
     - 0.424
   * - Instance tally after logic synthesis
     - 608
   * - And+or+nand+nor area frac
     - 0.259
   * - I/O Pins
     - 24
   * - Post-synthesis sequential element count
     - 90
   * - Data required time of the critical path
     - 5.63 ns
   * - Maximum number of pins on one net before global-route repair
     - 33
   * - Cell row count
     - 37
   * - Source-to-sink clock delay at the later pin of the worst-skew pair
     - 0.37 ns
   * - Vert. Die Dim
     - 106 um
   * - Combinational Power Share
     - 0.305
   * - Power per unit of standard cell area
     - 321 nW/um^2
   * - Vias per cell
     - 5.81
   * - Number of warning messages in the logs
     - 35
   * - P_leak
     - 2.17 nW
   * - Mean area per synthesized cell
     - 8.82 sq um
   * - Library cells used by synthesis
     - 75
   * - Xor/xnor cell area share of the yosys netlist
     - 0.0898
   * - Critical path buffer and inverter count
     - 1
   * - Adder share
     - 0.0397
   * - Clock tree sinks
     - 90
   * - Final tally of max-slew violations
     - 0
   * - Root buffer selected by CTS
     - sky130_fd_sc_hd__clkbuf_8
   * - Worst-margin pin slew
     - 0.887 ns
   * - Starting DRC count in detailed routing
     - 230
   * - Switch Pwr
     - 0.637 mW
   * - Die extent in x
     - 106 um
   * - Critical path's slowest cell
     - sky130_fd_sc_hd__or4_1
   * - Total GRT Usage
     - 0.244
   * - Initial antenna violation count
     - 0
   * - Clock buffer depth
     - 2
   * - Antenna Nets Post-Route
     - 0
   * - Sort of element at the end of the critical path
     - flop
   * - Chip Area, Yosys
     - 5360 sq um
   * - Fp_density
     - 0.517
   * - Setup ws final
     - 1.09 ns
   * - Via count of the first global-routing pass
     - 4171
   * - Cell Count, Final, Fillers Out
     - 758
   * - Crit Path Category
     - in2reg
   * - Clock power share
     - 0.271
   * - Worst flop-to-flop path startpoint
     - state[5]
   * - Top FF cell, synth
     - sky130_fd_sc_hd__dfxtp_1
   * - Cell accounting for the most synthesized area
     - sky130_fd_sc_hd__dfxtp_1
   * - Internal power
     - 1.27 mW
   * - Max-slew headroom
     - 0.401
   * - Placeable Area
     - 10400 sq um
   * - Wire length of the first global-routing pass
     - 21.0 mm
   * - CTS tree
     - yes
   * - Count of instantiated cells in the yosys netlist
     - 608
   * - Power after layout
     - 1.91 mW
   * - Post-CTS setup buffer count
     - 0
   * - Biggest fanout along the worst timing path
     - 14
   * - Hold Startpoint
     - leds_segundos[1]
   * - Crit path DAT
     - 4.54 ns
   * - Number of maximum-capacitance constraint violations
     - 0
   * - Num CTS Buffers
     - 9
   * - H-tree depth reported by CTS
     - 3
   * - Number of design rule violations left after detail routing
     - 0
   * - Count of instances resized after the clock tree is built
     - 0
   * - Cell area after layout
     - 5950 sq um
   * - Run status
     - complete, no violations
   * - Final setup vio count
     - 0
   * - Multiplexer share of the synthesized area
     - 0.0371
   * - Largest family of logic cells by area
     - simple AND/OR/NAND/NOR gates
   * - Yosys warnings
     - 0
   * - Routability Congestion
     - 0.977
   * - Placed Cells incl. Taps
     - 742
   * - Post-synth top area share
     - 0.175
   * - Detailed Routing Iterations Pass 1
     - 5
   * - Largest cells by area after synthesis
     - sky130_fd_sc_hd__dfxtp_1, sky130_fd_sc_hd__dfrtp_1, sky130_fd_sc_hd__edfxtp_1
   * - Final period demand of the worst path
     - 4.41 ns
   * - CP peak stage delay
     - 0.55 ns
   * - Register clock-pin slew on the reported worst setup and hold paths
     - 0.08 ns
   * - And-or/or-and share of the synthesized area
     - 0.133
   * - Maximum ir drop on the vdd rail
     - 185 uV
   * - Post-Syn Area
     - 5360 sq um
   * - Crit path top cell by count
     - sky130_fd_sc_hd__and4_1
   * - Fillcell total
     - 924
   * - Placement-stage cell area
     - 5710 sq um
   * - Cell family with the largest share of critical-path delay
     - simple AND/OR/NAND/NOR gates
   * - Sw Share
     - 0.333
   * - Overflow left after global routing
     - 0
   * - Top cells excl fill/tap
     - sky130_fd_sc_hd__nor2_1, sky130_fd_sc_hd__dfxtp_1, sky130_fd_sc_hd__nand2_1
   * - Vias
     - 4405
   * - Accumulated negative setup slack
     - 0 ns
   * - Core utilization of the finished layout
     - 0.574
   * - Max frequency
     - 0.227 GHz
   * - Signed area change from the synthesized netlist to the final layout
     - 10.9%
   * - Final hold viol count
     - 0
   * - Clk_skew
     - 0.00740 ns
   * - Worst Hold Slack
     - 0.481 ns
   * - RSZ-0062 raised after global routing
     - no
   * - Layout cells sized above 1
     - 0.0932
metal layers:
layer	vias up	part of all wire	global-route usage
met5	-	0	0
met4	0	0.030	0.0615
met3	29	0.061	0.0486
met2	141	0.44	0.370
met1	2042	0.47	0.372
li1	2193	-	-
power by group through the flow:
stage	sequential (mW)	clock, mW	combinational [mW]
CTS	0.808	0.538	0.582
global route	0.817	0.561	0.630
finish	0.811	0.518	0.583
cell type report:
cell class | count | area, sq um | share of cell area
Inverter | 29 | 109 | 0.0183
Clock buffer | 12 | 188 | 0.0316
Clock inverter | 4 | 51.3 | 0.00862
Timing Repair Buffer | 36 | 328 | 0.0551
Tap cell | 136 | 170 | 0.0286
Multi-Input combinational cell | 451 | 3000 | 0.505
Sequential cell | 90 | 2100 | 0.353
final timing paths:
| kind | to | slack [ns] | cells past startpoint |
|---|---|---|---|
| max | last_btn_pressed[2] | 1.09 | 9 |
| max in group asynchronous | state[0] | 3.83 | 3 |
| min | leds_segundos[1] | 0.48 | 2 |
| max reg2reg | last_btn_pressed[2] | 1.31 | 10 |
| min in group asynchronous | state_wait_release[1] | 1.34 | 3 |
| min reg2reg | leds_segundos[1] | 0.48 | 2 |
sequential cells by signal (all words and copies together), names as in the netlist:
signal and flops:
leds_segundos 10, ms_index 2, passcode 12, state_wait_release 9, div_count 26, one_hz 1, qtd_erros 2, state_before_error 9
segundos 4, state 9, last_btn_pressed 4, qtd_acertos 2
cells in the mapped netlist (all sizes together), types with 5 or more instances:
master  count
buf         9
a211oi     10
dfxtp      47
edfxtp     16
and4        6
ha         17
xnor2      20
xor2       35
a22oi       6
nor3       13
nand4      19
inv        29
o21ai      19
or2         8
nand2b      8
nor2       71
nand2      39
or4         5
nor4       15
mux2i       9
nor2b       8
clkbuf     29
mux2        9
a31oi       5
and3        7
or3         6
and2        8
dfrtp      24
o31ai       7
a21oi      21
nand3      29
kinds of logic (layout without fill, tap and decap cells):
group,count (synthesis),in the layout
xor+xnor,55,55
flops,90,90
compound gates,101,101
mux,18,18
simple gates,260,260
buf+inv,67,81
fa+ha+maj,17,17
tightest hold or removal path: cells and delay by family, from the launching register on:
| family | cells | cell delay, ns |
|---|---|---|
| AND-OR/OR-AND | 1 | 0.05 |
| flip-flops | 1 | 0.32 |
| AND/OR/NAND/NOR | 1 | 0.08 |
No activity file was given, so power comes from the tool's default toggle rates.
